$ cat /design/flow/config.mk
export PLATFORM = sky130hd
export DESIGN_NAME = RGB2YUV
export DESIGN_NICKNAME = RGB2YUV
export VERILOG_FILES = /design/flow/design.v
export SDC_FILE = /design/flow/constraint.sdc
export NUM_CORES = 4
export LEC_CHECK = 1
export CORE_UTILIZATION = 30
$ cat /design/flow/constraint.sdc
current_design RGB2YUV

set clk_period 7.9
set clk_io_pct 0.2

create_clock -name clk0 -period $clk_period [get_ports {clk}]

set non_clock_inputs [all_inputs -no_clocks]
set_input_delay [expr $clk_period * $clk_io_pct] -clock clk0 $non_clock_inputs
set_output_delay [expr $clk_period * $clk_io_pct] -clock clk0 [all_outputs]
$ cat /design/flow/design.v
module Add(A, B, Add);
	input signed [9-1:0] A, B;
	output [9-1:0] Add;
	assign Add = A + B;
endmodule
`timescale 1ns/1ps
module Controller ( start, rst_n, clk, done, control);
	input start, rst_n, clk;
	output reg done;
	output reg [21:0] control;
	reg [3:0] Current_State, Next_State;
	always @(posedge clk or negedge rst_n) begin
		if(!rst_n) Current_State <= 4'b0000;
		else Current_State <= Next_State;
	end
	always @(Current_State or start) 
	begin
		case (Current_State)
			4'b0000:
			begin
				control = 22'b1_1_1_0_0_0_000_00_00_00_0_00_0_0_0_0;
				done = 1'b0;
				if(~start) Next_State = 4'b0000;
				else Next_State = 4'b0001;
			end
			4'b0001:
			begin
				control = 22'b0_0_0_1_0_0_000_10_00_00_0_00_0_0_0_0; 
				done = 1'b0;
				Next_State = 4'b0010;
			end
			4'b0010:
			begin
				control = 22'b0_0_0_0_1_0_001_01_00_00_0_00_0_0_0_0;
				done = 1'b0;
				Next_State = 4'b0011;
			end
			4'b0011:
			begin
				control = 22'b0_0_0_1_1_0_010_10_10_11_0_00_0_1_0_0;
				done = 1'b0;
				Next_State = 4'b0100;
			end
			4'b0100:
			begin
				control = 22'b0_0_0_0_0_1_011_01_00_00_0_00_0_0_0_0;
				done = 1'b0;
				Next_State = 4'b0101;
			end
			4'b0101:
			begin
				control = 22'b0_0_0_0_1_1_100_00_01_00_0_00_0_0_0_1;
				done = 1'b0;
				Next_State = 4'b0110;
			end
			4'b0110:
			begin
				control = 22'b1_0_0_0_1_0_100_10_00_11_1_00_0_0_0_0;
				done = 1'b0;
				Next_State = 4'b0111;
			end
			4'b0111:
			begin
				control = 22'b1_1_0_0_0_0_101_01_11_00_1_01_0_0_0_0;
				done = 1'b0;
				Next_State = 4'b1000;
			end
			4'b1000:
			begin
				control = 22'b0_1_0_0_1_0_110_00_01_10_0_01_0_0_1_0;
				done = 1'b0;
				Next_State = 4'b1001;
			end
			4'b1001:
			begin
				control = 22'b0_1_1_0_0_0_111_00_00_10_0_01_1_0_0_0;
				done = 1'b0;
				Next_State = 4'b1010;
			end
			4'b1010:
			begin
				control = 22'b0_1_0_0_0_0_000_00_10_10_0_10_0_0_0_0;
				done = 1'b0;
				Next_State = 4'b1011;
			end
			4'b1011:
			begin
				control = 22'b0_0_1_0_0_0_000_00_01_01_0_00_1_0_0_0; 
				done = 1'b1;
				Next_State = 4'b0000;
			end
			default:
				begin
					control= 22'b0_0_1_0_0_0_000_00_01_01_0_00_1_0_0_0;
					done = 1'b1;
					Next_State = 4'b0000;
				end
		endcase
	end
endmodule
`timescale 1ns/1ps
module Datapath ( inportR, inportG, inportB, control, clk, rst_n, outportY, outportU, outportV, done );
	input [9-1:0] inportR, inportG, inportB;
	input [21:0] control;
	input clk, rst_n, done;
	output [9-1:0] outportY, outportU, outportV;
	wire [9-1:0] M1_OUT, M2_OUT, M3_OUT, M4_OUT, M5_OUT, M6_OUT, M7_OUT;
	wire [9-1:0] M8_OUT, M9_OUT, Fadd, Fmul, R1, R2, R3, R4, R5, R6, data;
	Register r1( .D(M4_OUT), .reset(rst_n), .clk(clk), .load(control[21:21]), .Q(R1) );
	Register r2( .D(M5_OUT), .reset(rst_n), .clk(clk), .load(control[20:20]), .Q(R2) );
	Register r3( .D(M6_OUT), .reset(rst_n), .clk(clk), .load(control[19:19]), .Q(R3) );
	Register r4( .D(M7_OUT), .reset(rst_n), .clk(clk), .load(control[18:18]), .Q(R4) );
	Register r5( .D(M8_OUT), .reset(rst_n), .clk(clk), .load(control[17:17]), .Q(R5) );
	Register r6( .D(M9_OUT), .reset(rst_n), .clk(clk), .load(control[16:16]), .Q(R6) );
	MUX3 M1 ( .A(R3), .B(R2), .C(R1), .S(control[12:11]), .Y(M1_OUT) );
	MUX4 M2 ( .A(9'b010000000), .B(R5), .C(R4), .D(R1), .S(control[10:9]), .Y(M2_OUT) );
	MUX4 M3 ( .A(R6), .B(R3), .C(R2), .D(R5), .S(control[8:7]), .Y(M3_OUT) );
	MUX2 M4 ( .A(inportR), .B(Fadd), .S(control[6:6]), .Y(M4_OUT) );
	MUX3 M5 ( .A(inportG), .B(Fmul), .C(Fadd), .S(control[5:4]), .Y(M5_OUT) );
	MUX2 M6 ( .A(inportB), .B(Fadd), .S(control[3:3]), .Y(M6_OUT) );
	MUX2 M7 ( .A(Fmul), .B(Fadd), .S(control[2:2]), .Y(M7_OUT) );
	MUX2 M8 ( .A(Fmul), .B(Fadd), .S(control[1:1]), .Y(M8_OUT) );
	MUX2 M9 ( .A(Fmul), .B(Fadd), .S(control[0:0]), .Y(M9_OUT) );
	Mul FU1 ( .A(M1_OUT), .B(data), .Mul(Fmul) );
	Add FU2 ( .A(M2_OUT), .B(M3_OUT), .Add(Fadd) );
	ROM FU3 ( .clk(clk), .addr(control[15:13]), .data(data) );
	Register r7(R2, rst_n, clk, done, outportY);
	Register r9(R1, rst_n, clk, done, outportU);
	Register r8(R3, rst_n, clk, done, outportV);
endmodule
module MUX2 (
	input [9-1:0] A, B,
	input S,
	output reg [9-1:0] Y
);
	always @(*) begin
		case (S)
			1'b0: Y = A;
			1'b1: Y = B;
			default : Y = A;
		endcase
	end
endmodule
module MUX3 (
	input [9-1:0] A, B, C,
	input [1:0] S,
	output reg [9-1:0] Y
);
	always @(*) begin
		case (S)
			2'b00: Y = A;
			2'b01: Y = B;
			2'b10: Y = C;
			default : Y = A;
		endcase
	end
endmodule
module MUX4 (
	input [9-1:0] A, B, C, D,
	input [1:0] S,
	output reg [9-1:0] Y
);
	always @(*) begin
		case (S)
			2'b00: Y = A;
			2'b01: Y = B;
			2'b10: Y = C;
			2'b11: Y = D;
		endcase
	end
endmodule
module Mul(A, B, Mul);
	input signed [9-1:0] A, B; 
	output [9-1:0] Mul;
	wire s;
	wire [7:0] N;
	assign {s, Mul, N} = A * B;
endmodule
`timescale 1ns/1ps
module RGB2YUV (start, clk, rst_n, inportR, inportG, inportB, done, outportY, outportU, outportV);
	input start, clk, rst_n;
	input [9-1:0] inportR, inportG, inportB;
	output done;
	output [9-1:0] outportY, outportU, outportV;
	wire [21:0] control;
	Controller Controller( .start(start), .rst_n(rst_n), .clk(clk), .done(done), .control(control) );
	Datapath Datapath( .inportR(inportR), .inportG(inportG), .inportB(inportB), .control(control), .clk(clk), 
	.rst_n(rst_n), .outportY(outportY), .outportU(outportU), .outportV(outportV) ,.done(done) );
endmodule
module ROM (clk, addr, data);
	input clk;
	input [2:0] addr;
	output reg [8:0] data;
	always @(*) 
	begin
		case(addr)
		3'b000: data <= 9'b001001100;
		3'b001: data <= 9'b010010110;
		3'b010: data <= 9'b111010101;
		3'b011: data <= 9'b110101100;
		3'b100: data <= 9'b010000000;
		3'b101: data <= 9'b110010101;
		3'b110: data <= 9'b111101100;
		3'b111: data <= 9'b000011101;
		endcase
	end
endmodule
module Register (
	input [9-1:0] D,
	input reset, clk, load,
	output reg [9-1:0] Q
);
	always @(posedge clk or negedge reset) begin
		if(!reset)
			Q <= 9'b0;
		else if(load)
			Q <= D;
	end
endmodule
$ cat /design/flow/run.sh
#!/bin/bash
# OpenROAD 26Q1-2900-gdf79404cd8, Yosys 0.63+post, stock flow scripts
make -C /OpenROAD-flow-scripts/flow DESIGN_CONFIG=/design/flow/config.mk WORK_HOME=/design/flow/orfs finish
==> changes_impl.md <==
## Implementation

* Gr ovfl total at 0
* Syn Std Cell Area at 7684 sq um
* Routed len/inst at 18.52 um
* Commonest flop: dfrtp_1
* Worst-skew pair later-pin latency at 0.35 ns
* Worst Path Arrival at 7.67 ns
* Layout cells sized above 1 at 8.525%
* FFs w/ async S/R, synth at 100.0%
* Cell count along the critical path at 20
* CP delay by family, top: adder cells
* Final hold violations at 0
* Remaining DRCs at 0
* Core Density at Floorplan at 30.51%
* Diodes inserted at 0
* Yosys chip area at 7684 sq um
* Tightest Hold Check Type: flop to flop
* Io pins at 58
* Post-CTS sizing at 0
* Slew @ Worst Pin at 0.8832 ns
* Commonest cells in the netlist: 92 x dfrtp_1, 88 x nand2_1, 83 x nor2_1
* Largest net degree at the start of global routing at 54
* Routed Antenna Nets at 0
* Startpoint types: flop
* CP Class: flop to flop
* Peak VDD IR at 0.1017 mV
* Post-Place Cells at 1182
* Row count at 58
* Worst Path Buf+Inv at 4
* CP Capture Type: flop
* Routed vias at 6127
* Cts hold-fix bufs at 0
* Die footprint at 26260 sq um
* Routed WL at 22180 um
* Post-synth regs at 93
* Global-route usage over all layers at 18.17%
* Cell mode on critical path: fa_1
* Clk sink count at 93
* Placer Congestion at 0.9830
* Most common cell in the synthesized netlist: dfrtp_1
* Reg2reg path depth at 20
* Final min period at 7.406 ns
* First drt pass iteration count at 5
* Vias in the first global route at 6142
* Clk root buf: clkbuf_16
* Max-slew violation count at 0
* CTS tree: built
* DRT iter0 DRCs at 529
* H-tree levels at 3
* Longest Clk Path Bufs at 2
* Crit Path Max Fanout at 26
* Outcome: complete, no violations
* Tool warnings at 32
* RSZ-0062 raised after global routing: false
* CTS clock-pin slew for the worst setup and hold paths at 0.07 ns
* Ys cells at 814
* Initial antenna violation count at 0
* Vias per inst at 5.114
* Cells after Synth at 814
* Largest area contributor in the netlist: dfrtp_1
* Die width at 162.0 um
* Max Clk Rate at 135.0 MHz
* Placeable core area at 25180 sq um
* Min-Delay Path Depth at 1
* Critical path cell sequence: nor3_1 > ha_1 > o21ai_0 > nand2_1 > fa_1 > inv_1 > fa_1 > fa_1 > fa_1 > inv_1 > fa_1 > inv_1 > ha_1 > a211oi_1 > nor2_1 > a311oi_1 > buf_4 > mux2i_1 > o21ai_0 > a41oi_1
* Total Neg Setup Slack at 0 ns
* Final Skew at 0.008715 ns
* Post-synthesis sequential area ratio at 30.30%
* Slowest CP cell: o21ai_0
* Fin crit share at 93.74%
* HPWL after DPL at 16810 um
* Die Span Y at 162.0 um
* Synth cell types at 57
* Top-area cell share at 29.96%
* First-pass GRT wire length at 35070 um
* Rel. slew slack at 40.69%
* Area grow syn2layout at 16.72%
* Lkg Pwr at 3.871 nW
* CP required at 8.17 ns
* PortBufs at 57
* Non-filler instance count after layout at 1198
* Mapped Avg Cell Area at 9.439 sq um
* Post-synth EDFFs at 0
* # setup viols final at 0
* Main area contributors: dfrtp_1 30%, fa_1 17%, ha_1 6.8%
* Power Density at 109.1 nW/um^2
* Largest stage delay, worst path at 0.69 ns
* Max cap viols at 0
* Post-CTS setup buffers at 0
* Syn. warnings at 6
* CTS buffer count at 9
## stage by stage
step / worst slack [ns] / power, mW / hold WS (ns) / utilization (%) / instance area (sq um)
after floorplan: 1.015 / 0.4858 / 0.3487 / - / 7684
after global placement: 0.7080 / 0.5110 / 0.4105 / 34.32 / 8643
after detailed placement: 0.6325 / 0.5110 / 0.4247 / 34.32 / 8643
after CTS: 0.5794 / 0.9868 / 0.4419 / 35.62 / 8969
after global routing: 0.08823 / 1.004 / 0.4444 / 35.62 / 8969
final: 0.4943 / 0.9782 / 0.4382 / 35.62 / 8969
## final cells by class
type                       instances  area (sq um)
timing repair buffer              75         703.2
inverter                          84         316.6
clock inverter                     6         86.33
multi-input combinational        600          4882
fill                            2495         16210
sequential                        93          2328
clock buffer                      10         239.0
tap                              330         412.9
## cells by family after synthesis
group,after synthesis,share of synthesized area (%)
AND-OR/OR-AND,180,14.70
XOR/XNOR,24,2.931
adder cells (fa/ha/maj),109,24.30
buffers and inverters,121,6.155
flip-flops,93,30.30
multiplexers,67,9.168
AND/OR/NAND/NOR,220,12.44
## cells in the final DEF, fill, tap and decap left out, drive strengths merged, types with 2 or more instances in the layout
master         synthesis  routed
nor3b                  3       3
a22oi                 23      23
or4                    3       3
mux2                  27      27
clkbuf                27      10
a221o                  2       2
or3                    6       6
fa                    67      67
o21bai                 4       4
nor2                  84      84
a211oi                 3       3
buf                   10      19
mux2i                 40      40
a222oi                 8       8
xnor2                 18      18
clkinv                 1       4
ha                    42      42
a21o                   5       5
nor2b                  2       2
or2                    3       3
nand3                  4       4
clkdlybuf4s50          0      56
o21ai                 66      66
bufinv                 0       2
inv                   83      83
a221oi                 5       5
xor2                   5       5
nor3                   7       7
a41oi                  2       2
nand2                 88      88
nand2b                12      12
o21a                   9       9
a31oi                  4       4
a21oi                 42      42
dfrtp                 92      92
nor4                   4       4
## per-layer routing
metal,track usage (%),share of wire [%],vias to the layer above
li1,-,-,2861
met1,27.13,44,2957
met2,25.50,43,265
met3,6.226,10,44
met4,5.317,3.3,0
met5,0,0,-
## worst paths after layout
check | startpoint | to | slack [ns]
min | Controller.Current_State[10]$_DFF_PN0_ | Controller.Current_State[0]$_DFF_PN1_ | 0.44
min in group asynchronous | rst_n | Datapath.r7.Q[4]$_DFFE_PN0P_ | 1.21
max reg2reg | Controller.Current_State[6]$_DFF_PN0_ | Datapath.r2.Q[7]$_DFFE_PN0P_ | 0.49
min reg2reg | Controller.Current_State[10]$_DFF_PN0_ | Controller.Current_State[0]$_DFF_PN1_ | 0.44
max in group asynchronous | rst_n | Datapath.r5.Q[0]$_DFFE_PN0P_ | 5.57
max | Controller.Current_State[6]$_DFF_PN0_ | Datapath.r2.Q[7]$_DFFE_PN0P_ | 0.49
## where the power goes
group          switching, mW  leakage [nW]  internal [mW]  total, mW
Clock                  0.192         0.158          0.286      0.477
Sequential                 0          1.03          0.476      0.476
Combinational         0.0122          2.68         0.0130     0.0252
Total                  0.204          3.87          0.774      0.978
## registers in the layout, summed over array words and instances (netlist names)
| signal | flops |
|---|---|
| Controller.Current_State | 12 |
| Datapath.r1.Q | 9 |
| Datapath.r2.Q | 9 |
| Datapath.r3.Q | 9 |
| Datapath.r4.Q | 9 |
| Datapath.r5.Q | 9 |
| Datapath.r6.Q | 9 |
| Datapath.r7.Q | 9 |
| Datapath.r8.Q | 9 |
| Datapath.r9.Q | 9 |
Power is estimated from default activity; no workload was simulated.
